--- design.v ---
module edge_detector(
input      clk,
input      rst_n,
input      signal_in,
output     pulse_out
);
parameter [3:0] EXTEND = 1'b1;
reg pulse_detect;
reg [3:0] pulse_count;
assign pulse_out = pulse_count != 0;
always @(posedge clk)
begin
	if (!rst_n) begin
      pulse_detect <= 1'b0;
		pulse_count <= 1'b0;
   end
	else begin
      pulse_detect <= signal_in;
	   if (pulse_detect && ~signal_in)
			pulse_count <= EXTEND;
		else begin
	      if (pulse_count)
				pulse_count <= pulse_count - 1'b1;
		end
	end
end
endmodule
--- run.sh ---
#!/bin/bash
# OpenROAD 26Q1-2900-gdf79404cd8, Yosys 0.63+post, stock flow scripts
make -C /OpenROAD-flow-scripts/flow DESIGN_CONFIG=/design/flow/config.mk WORK_HOME=/design/flow/orfs finish
--- config.mk ---
export PLATFORM = sky130hd
export DESIGN_NAME = edge_detector
export DESIGN_NICKNAME = edge_detector
export VERILOG_FILES = /design/flow/design.v
export SDC_FILE = /design/flow/constraint.sdc
export NUM_CORES = 4
export LEC_CHECK = 1
export CORE_AREA = 10 10 70 70
export DIE_AREA = 0 0 80 80
--- constraint.sdc ---
current_design edge_detector

set clk_period 2.2
set clk_io_pct 0.2

create_clock -name clk0 -period $clk_period [get_ports {clk}]

set non_clock_inputs [all_inputs -no_clocks]
set_input_delay [expr $clk_period * $clk_io_pct] -clock clk0 $non_clock_inputs
set_output_delay [expr $clk_period * $clk_io_pct] -clock clk0 [all_outputs]
==> reports/qor.yml <==
route:
  routed_wl_um: 414
  drcViolationCount: 0
  antenna_left: 0
  vias: 175
  route.antenna.diode_count: 0
  via_per_inst: 2.30
  detail_route.first_pass.iterations: 2
  avgRoutedWirePerCell_um: 5.45
  drt_first_iter_violations: 4
power_and_ir_drop:
  pwr_density_cell_nw_per_um2: 1490
  seq_power_share_pct: 30.7
  power.combinational.fraction_pct: 48.4
  leakage_nw: 0.120
  p_sw_mw: 0.172
  switching_share_pct: 33.9
  cell_internal_pwr_mw: 0.336
  power.share.clock_pct: 20.9
  vdd.ir_drop.worst_mv: 0.469
min_path:
  min_delay_path_depth: 2
  hold_class: "flop to flop"
setup_path:
  cp.buffers_inverters: 2
  setup.worst_path.end_class: "primary output"
  worst-path-max-fanout: 5
  worstSetupStartpointType: "flop"
  critical-path-max-stage-delay_ns: 0.44
  slowest_stage: "sky130_fd_sc_hd__clkdlybuf4s50_1"
  worst_ep_required_time_ns: 1.76
  cp_data_arrival_time_ns: 1.65
  critPathKind: "flop to primary output"
  critical_path_depth: 4
  crit_family: "buffers and inverters"
  crit_path_cell_trace: "inv_1 > ha_1 > or3b_4 > clkdlybuf4s50_1"
  ff2ff_path_depth: 5
clock_tree:
  latency_at_later_pin_ns: 0.24
  post_cts_resized: 0
  clock_pin_slew_of_the_registers_on_the_worst_case_setup_and_hold_paths_ns: 0.05
  clock_path_buffers: 2
  cts_inserted_buffers: 3
  clock_sinks: 5
  tritoncts: "yes"
  ctsHoldBuffers: 0
  clock_tree.root_cell: "sky130_fd_sc_hd__clkbuf_4"
  cts-htree-levels: 1
  post_cts_setup_buffer_count: 0
timing:
  final-max-slew-violation-count: 0
  timing.final.crit_period_ns: 2.09
  rsz0062_at_grt: "false"
  timing.final.hold_violations: 0
  clock-skew-final_ns: 0.00618
  max_slew_margin_pct: 84.7
  setup_viol: 0
  layout_setup_ws_ns: 0.110
  max_clock_freq_mhz: 478
  setup_total_negative_slack_ns: 0
  layout_worst_path_cycle_share_pct: 95.0
  worst_slew_pin_slew_ns: 0.228
  timing.hold.ws_ns: 0.502
run:
  warnings: 26
  cap_viol_max_count: 0
synthesis:
  synth_flops: 5
  synthesis.yosys.warnings: 1
  synthDistinctLibCells: 14
  mappedNetlistArea_um2: 230
  synth_area_per_cell_um2: 9.59
  synthesis.instances: 24
  synth.yosys.chip_area_um2: 230
  yosys-stat-cells: 24
  synth_sequential_area_ratio_pct: 43.5
die:
  pin_count: 4
  design.core.area_um2: 3420
  count_of_standard_cell_rows: 21
  initial_utilization_pct: 6.74
  fp.dieH_um: 80
  die_width_um: 80
  chipArea_um2: 6400
finish:
  area_growth_pct: 48.4
  filler_free_cell_count_of_the_finished_design: 76
  drive_above_1_share_pct: 16.7
  fin_util_pct: 10.0
  fillCellCount: 406
place:
  buffer_ports.inserted: 3
  dpl.cell_count: 72
  post-place-ws_ns: 0.292
  routabilityCongestion: 0.637
global_routing:
  globalRoute.totalOverflow: 0
  grt_util_all_layers_pct: 1.42
  grt_start_max_net_pins: 6
  grt_first_pass_wirelength_um: 717
  first_global_vias: 185
  antenna_found_initial: 0
status:
  run_status: "finished clean"
[worst paths after layout]
| kind | start | end | slack [ns] |
|---|---|---|---|
| setup / recovery | pulse_count[0] | pulse_out | 0.11 |
| setup reg to reg | pulse_count[0] | pulse_count[0] | 0.87 |
| hold / removal | pulse_detect | pulse_count[0] | 0.50 |
| hold reg to reg | pulse_detect | pulse_count[0] | 0.50 |
[tightest hold or removal path, stage by stage, from the launching register on]
cell,delay [ns]
sky130_fd_sc_hd__dfxtp_1,0.29
sky130_fd_sc_hd__nand2b_1,0.09
sky130_fd_sc_hd__a21boi_1,0.07
[cells in the mapped netlist (all sizes together)]
| cell | number | area share (%) |
|---|---|---|
| a211oi | 1 | 5.4 |
| a21boi | 1 | 3.3 |
| and2 | 1 | 2.7 |
| clkbuf | 1 | 2.2 |
| dfxtp | 5 | 43 |
| ha | 2 | 11 |
| inv | 2 | 3.3 |
| nand2 | 1 | 1.6 |
| nand2b | 1 | 2.7 |
| nand3 | 1 | 2.2 |
| nor2 | 3 | 4.9 |
| nor3 | 1 | 2.2 |
| or3b | 1 | 3.8 |
| xnor2 | 3 | 11 |
[layout make-up]
class | instances | area [um2] | share of cell area, %
Sequential cell | 5 | 100 | 29.3
Multi-Input combinational cell | 16 | 120 | 35.2
Timing Repair Buffer | 3 | 30.0 | 8.79
Tap cell | 46 | 57.6 | 16.8
Inverter | 2 | 7.51 | 2.20
Clock buffer | 4 | 26.3 | 7.69
[layout by cell type, fill, tap and decap left out]
cell / Yosys / routed
sky130_fd_sc_hd__a211oi_2: 1 / 1
sky130_fd_sc_hd__nand2b_1: 1 / 1
sky130_fd_sc_hd__ha_1: 2 / 2
sky130_fd_sc_hd__xnor2_1: 3 / 3
sky130_fd_sc_hd__a21boi_1: 1 / 1
sky130_fd_sc_hd__nand2_1: 1 / 1
sky130_fd_sc_hd__and2_1: 1 / 1
sky130_fd_sc_hd__dfxtp_1: 5 / 5
sky130_fd_sc_hd__clkbuf_4: 0 / 3
sky130_fd_sc_hd__nor2_1: 3 / 3
sky130_fd_sc_hd__nand3_1: 1 / 1
sky130_fd_sc_hd__inv_1: 2 / 2
sky130_fd_sc_hd__clkdlybuf4s50_1: 0 / 3
sky130_fd_sc_hd__nor3_1: 1 / 1
sky130_fd_sc_hd__or3b_4: 0 / 1
sky130_fd_sc_hd__clkbuf_1: 0 / 1
[per-stage QoR]
step                      cell area [um2]  total power, mW
after floorplan                       230            0.326
after global placement                313            0.370
after detailed placement              313            0.384
after CTS                             339            0.494
after global routing                  342            0.552
final                                 342            0.508
[state kept, by name (all words and copies together), names as in the netlist]
register      count
pulse_count       4
pulse_detect      1
[cells by family after synthesis]
group / Yosys count / synth area share [%]
xor+xnor: 3 / 11.4
compound gates: 2 / 8.70
fa+ha+maj: 2 / 10.9
simple gates: 9 / 20.1
buf+inv: 3 / 5.43
flops: 5 / 43.5
[power groups by stage]
stage	Sequential (mW)	Combinational (mW)	Clock (mW)
after CTS	0.155	0.230	0.108
final	0.156	0.246	0.106
after global routing	0.163	0.277	0.113
[per-layer routing]
layer,wire [um],GRT usage (%),vias to the layer above
met5,0,0,-
met3,47,1.48,0
met4,0,0.352,0
met1,229,1.54,80
li1,-,-,89
met2,136,1.85,6
Power is estimated from default activity; no workload was simulated.
